## design/flow/config.mk

```make
export PLATFORM = sky130hd
export DESIGN_NAME = riscv
export DESIGN_NICKNAME = riscv
export VERILOG_FILES = /design/flow/design.v
export SDC_FILE = /design/flow/constraint.sdc
export NUM_CORES = 4
export LEC_CHECK = 1
export CORE_UTILIZATION = 50
```

## design/flow/constraint.sdc

```tcl
current_design riscv

set clk_period 8.3
set clk_io_pct 0.2

create_clock -name clk0 -period $clk_period [get_ports {clk}]

set non_clock_inputs [all_inputs -no_clocks]
set_input_delay [expr $clk_period * $clk_io_pct] -clock clk0 $non_clock_inputs
set_output_delay [expr $clk_period * $clk_io_pct] -clock clk0 [all_outputs]
```

## design/flow/design.v

```verilog
module ALU (A, B, ALUcontrol_in, ALUResult, zero);
    parameter n = 32;
    input [n-1:0] A, B;
    input [3:0] ALUcontrol_in;
    output reg zero;
    output reg [n-1:0] ALUResult;
    always @(A or B or ALUcontrol_in) begin
        case (ALUcontrol_in)
            4'b0000 : begin
                zero = 0;
                ALUResult <= A+B;
            end 
            4'b0001 : begin
                if(A==B) zero = 1;
                else begin
                    zero = 0;
                    ALUResult <= A-B;
                end
            end
            4'b0010 : begin
                zero = 0;
                ALUResult <= A^B;
            end
            4'b0011 : begin
                zero = 0;
                ALUResult <= A|B;
            end
            4'b0100 : begin
                zero = 0;
                ALUResult <= A&B;
            end
            4'b0101 : begin
                zero = 0;
                ALUResult <= A<<B;
            end
            4'b0110 : begin
                zero = 0;
                ALUResult <= A>>B;
            end
            4'b0111 : begin
                zero = 0;
                ALUResult <= (A < B) ? 1 : 0;
            end
            default: begin
                zero = 0;
                ALUResult <= A;
            end
        endcase
    end
endmodule
module ALU_Control (ALUOp, func7, func3, ALUcontrol_out);
    input [1:0] ALUOp;
    input func7;
    input [14:12] func3;
    output reg [3:0] ALUcontrol_out;
    always @(*) begin
        case ({ALUOp, func7, func3})
            6'b10_0_000 : ALUcontrol_out = 4'b0000;   
            6'b10_1_000 : ALUcontrol_out = 4'b0001;   
            6'b10_0_100 : ALUcontrol_out = 4'b0010;   
            6'b10_0_110 : ALUcontrol_out = 4'b0011;   
            6'b10_0_111 : ALUcontrol_out = 4'b0100;   
            6'b10_0_001 : ALUcontrol_out = 4'b0101;   
            6'b10_0_010 : ALUcontrol_out = 4'b0110;   
            6'b10_0_110 : ALUcontrol_out = 4'b0111;   
            6'b00_0_000 : ALUcontrol_out = 4'b0010;   
            6'b01_0_000 : ALUcontrol_out = 4'b0110;   
            default: ALUcontrol_out = 4'b000;
        endcase
    end
endmodule
module Control (Opcode, Branch, MemRead, MemtoReg, MemWrite, ALUSrc, RegWrite, ALUOp);
    parameter n = 32;
    input [6:0] Opcode;
    output reg Branch, MemRead, MemtoReg, MemWrite, ALUSrc, RegWrite;
    output reg [1:0] ALUOp;
    always @(Opcode) begin
        case (Opcode)
            7'b0110011: 
            begin
                ALUSrc = 0;
                MemtoReg = 0;
                RegWrite = 1;
                MemRead = 0; 
                MemWrite = 0; 
                Branch = 0;
                ALUOp = 2'b10;
            end 
            7'b0000011: 
            begin
                ALUSrc = 1;
                MemtoReg = 1;
                RegWrite = 1;
                MemRead = 1; 
                MemWrite = 0; 
                Branch = 0;
                ALUOp = 2'b00;
            end
            7'b0100011:
            begin
                ALUSrc = 1;
                MemtoReg = 0;
                RegWrite = 0;
                MemRead = 0; 
                MemWrite = 1; 
                Branch = 0;
                ALUOp = 2'b00;
            end
            7'b1100011:
            begin
                ALUSrc = 0;
                MemtoReg = 0;
                RegWrite = 0;
                MemRead = 0; 
                MemWrite = 0; 
                Branch = 1;
                ALUOp = 2'b01;
            end
            default: begin
                ALUSrc = 0;
                MemtoReg = 0;
                RegWrite = 1;
                MemRead = 0; 
                MemWrite = 0; 
                Branch = 0;
                ALUOp = 2'b10;
            end
        endcase
    end
endmodule
module Data_Memory (clk, rst_n, MemWrite, MemRead, address, Writedata, Data_out);
    parameter n = 32;
    input clk, rst_n, MemWrite, MemRead;
    input [n-1:0] address, Writedata;
    reg [n-1:0] DataMemory [2*n-1:0];
    output wire [n-1:0] Data_out;
    assign Data_out = (MemRead) ? DataMemory[address] : 32'b0;
    integer i;
    always @(posedge clk) begin
        if(~rst_n) begin
            for(i = 0; i < 2*n; i = i+1)
                DataMemory[i] <= 32'b0; 
        end
        else if(MemWrite)
            DataMemory[address] <= Writedata;
    end
endmodule
module Immediate_Generator (Opcode, instruction, ImmExt);
    parameter n = 32;
    input [6:0] Opcode;
    input [n-1:0] instruction;
    output reg [n-1:0] ImmExt;
    always @(Opcode, instruction) begin
        case (Opcode)
            7'b0010011 : ImmExt = {{20{instruction[31]}}, instruction[31:20]};  
            7'b0100011 : ImmExt = {{20{instruction[31]}}, instruction[31:25],  instruction[11:7]};  
            7'b1100011 : ImmExt = {{20{instruction[31]}}, instruction[7], instruction[30:25], instruction[11:8], 1'b0};  
            default: ImmExt = {{20{instruction[31]}}, instruction[31:20]};
        endcase
    end
endmodule
module Instruction_Memory(clk, rst_n, read_address, Instruction_out);
    parameter n = 32;
    input clk;
    input rst_n;
    input [n-1:0] read_address;
    output wire [n-1:0] Instruction_out;
   reg [n-1:0] Imemory [0:2*n-1];  
integer i;
assign Instruction_out = Imemory[read_address];
always @(posedge clk) begin
    if(~rst_n) begin
        for(i = 0; i < 2*n; i = i+1)
            Imemory[i] <= 32'b0; 
    end
end    
endmodule
module Mux (Sel, A, B, Mux_out);
    parameter n = 32;
    input Sel;
    input [n-1:0] A, B;
    output wire [n-1:0] Mux_out;
    assign Mux_out = (Sel == 1'b0) ? A : B;
endmodule
module Program_Counter (clk, rst_n, PC_in, PC_next);
    parameter n = 32;
    input clk;
    input rst_n;
    input [n-1:0] PC_in;
    output reg [n-1:0] PC_next;
    always @(posedge clk) begin
        if(~rst_n) begin
            PC_next <= 32'h0;
        end
        else
            PC_next <= PC_in;
    end    
endmodule
module PCadd4 (PC_next, PC_out);
    parameter n = 32;
    input [n-1:0] PC_next;
    output [n-1:0] PC_out;
    assign PC_out = PC_next + 32'h4;
endmodule
module Register_File (clk, rst_n,Write_data_out, RegWrite, rs1, rs2, rd, Write_data, Read_data1, Read_data2);
    parameter n = 32;
    input clk, rst_n, RegWrite;
    input [4:0] rs1, rs2, rd;
    input [n-1:0] Write_data;
    output reg [n-1:0] Write_data_out;
    input [n-1:0] Read_data1, Read_data2;
   reg [n-1:0] Registers [n-1:0];
    integer i;
    always @(posedge clk) begin
        if(~rst_n) begin
            for(i = 0; i < n; i = i+1)
                Registers[i] <= 32'h0; 
        end
        else if(RegWrite) begin
            Registers[rd] <= Write_data;
        end
    end
    always @(posedge clk) begin
        if(~rst_n) begin
            Write_data_out <= 0;
        end
        else if(RegWrite) begin
            Write_data_out <= Write_data;
        end
    end
    always @(Read_data1, Read_data2) begin
        Registers[rs1] = Read_data1;
        Registers[rs2] = Read_data2;
    end
endmodule
module adder (in1, in2, sum);
    parameter n = 32;
    input [n-1:0] in1, in2;
    output [n-1:0] sum;
    assign sum = in1 + in2;
endmodule
module riscv(clk, rst_n, instruction_R, ALUResult_R, Write_data_out_R, Read_data1_R, Read_data2_R);
    parameter n = 32;
    input clk, rst_n;
    input [n-1:0] instruction_R;
    input [n-1:0] Read_data1_R, Read_data2_R;
    output wire [n-1:0] ALUResult_R;
    output wire [n-1:0] Write_data_out_R;
wire [n-1:0] PC_in_R, PC_next_R, PC_out_R, Instruction_out_R, ImmExt_R;
wire [n-1:0]  Data_out_R, Write_data_R;
wire Branch_R, MemRead_R, MemtoReg_R, MemWrite_R, RegWrite_R, ALUSrc_R, zero_R;
wire [1:0] ALUOp_R;
wire [3:0] ALUcontrol_in_R;    
wire [n-1:0] Mux2_out_R;
wire [n-1:0] sum1_R;
wire andout_R;
assign andout_R = Branch_R & zero_R;
Program_Counter PC(
    .clk(clk),
    .rst_n(rst_n),
    .PC_in(PC_in_R),
    .PC_next(PC_next_R)
);
PCadd4 PC4(
    .PC_next(PC_next_R),
    .PC_out(PC_out_R)
);
Instruction_Memory IM(
    .clk(clk),
    .rst_n(rst_n),
    .read_address(PC_next_R),
    .Instruction_out(Instruction_out_R)
);
Register_File RF(
    .clk(clk),
    .rst_n(rst_n),
    .RegWrite(RegWrite_R),
    .rs1(instruction_R[19:15]),
    .rs2(instruction_R[24:20]),
    .rd(instruction_R[11:7]),
    .Write_data(Write_data_R),
    .Read_data1(Read_data1_R),
    .Read_data2(Read_data2_R),
    .Write_data_out(Write_data_out_R)
);
Immediate_Generator IG(
    .Opcode(instruction_R[6:0]),
    .instruction(instruction_R),
    .ImmExt(ImmExt_R)
);
Control C(
    .Opcode(instruction_R[6:0]),
    .Branch(Branch_R),
    .MemRead(MemRead_R),
    .MemtoReg(MemtoReg_R),
    .ALUOp(ALUOp_R),
    .MemWrite(MemWrite_R),
    .ALUSrc(ALUSrc_R),
    .RegWrite(RegWrite_R)
);
ALU A(
    .A(Read_data1_R),
    .B(Mux2_out_R),
    .ALUcontrol_in(ALUcontrol_in_R),
    .zero(zero_R),
    .ALUResult(ALUResult_R)
);
ALU_Control AC(
    .ALUOp(ALUOp_R),
    .func7(instruction_R[30]),
    .func3(instruction_R[14:12]),
    .ALUcontrol_out(ALUcontrol_in_R)
);
Data_Memory DM(
    .clk(clk),
    .rst_n(rst_n),
    .MemWrite(MemWrite_R),
    .MemRead(MemRead_R),
    .address(ALUResult_R),
    .Writedata(Read_data2_R),
    .Data_out(Data_out_R)
);
adder add1(
    .in1(PC_next_R),
    .in2(ImmExt_R),
    .sum(sum1_R)
);
Mux mux1 (
    .A(PC_out_R),
    .B(sum1_R),
    .Sel(andout_R),
    .Mux_out(PC_in_R)
);
Mux mux2 (
    .A(Read_data2_R),
    .B(ImmExt_R),
    .Sel(ALUSrc_R),
    .Mux_out(Mux2_out_R)
);
Mux mux3 (
    .A(ALUResult_R),
    .B(Data_out_R),
    .Sel(MemtoReg_R),
    .Mux_out(Write_data_R)
);
endmodule
```

## design/flow/run.sh

```bash
#!/bin/bash
# OpenROAD 26Q1-2900-gdf79404cd8, Yosys 0.63+post, stock flow scripts
make -C /OpenROAD-flow-scripts/flow DESIGN_CONFIG=/design/flow/config.mk WORK_HOME=/design/flow/orfs finish
```

==> deck_impl_summary.md <==
Key Metrics from the Run

Synth
  • Ys flops: 2112
  • Mapped Area: approximately 100000 µm²
  • Avg Inst Size Synth: around 12 µm²
  • YS chip area: between 90000 and 100000 µm²
  • Top-area cell share: 61.7%
  • # Cells Yosys: ~8k
  • Post-synthesis cell count: around 8.1k
  • Cell type with the largest total area: edfxtp_1
  • Synth warn: 10
  • Top cells by area: edfxtp_1 62%, and2_1 12%, a22oi_1 5.5%, clkbuf_1 2.6%, a221oi_1 1.6%
  • Post-synth EDFFs: 2048
  • Ys flop type: edfxtp_1
  • Commonest cells post-synth: 2048 x edfxtp_1, 1928 x and2_1, 726 x a22oi_1
  • Top cell type by instance count after synthesis: edfxtp_1
  • Post-synthesis async set-or-reset flop share: 0%
  • Netlist cell types: around 100

Detailed routing
  • Post-DRT Antenna Nets: 0
  • Starting DRT DRC Count: about 5.4k
  • DR vias: 68.0k
  • Detailed-route wire length per cell: about 34 µm
  • DR pass1 iterations: 7
  • Vias/cell: ~6.3
  • Number of remaining DRC errors: 0
  • DRT Wirelength: ~360000 µm

Pwr
  • Pleak: ~0.04 µW
  • Pwr dens: slightly above 200 nW/µm²
  • Power Total: 22500 µW
  • VDD IR-drop max: around 230 µV

Setup path
  • Slowest stage delay, CP: 0.67 ns
  • CP Cell Sequence: clkdlybuf4s50_1, or3b_1, nor2_2, buf_4, nand3b_1, or2_2, buf_4, o21ai_4, buf_4
  • Top delay family on crit path: buffers and inverters
  • Crit path kind: in2reg
  • Reg2Reg Setup Slack: 4.89 ns
  • Worst R2R Start: DM.DataMemory[0][7]
  • Worst Setup End Kind: flip-flop
  • R2r endpoint: RF.Write_data_out[7]
  • Reg2Reg Depth: 10
  • Required @ worst endpoint: between 8 and 9 ns
  • Most used cell, CP: buf_4
  • Slowest cell on the critical path: o21ai_4
  • CP max FO: 28
  • Buf+Inv Stages, Crit Path: 4
  • Critical Path Source Type: input port
  • Crit path DAT: 5.74 ns

Finish
  • Final design area excluding fillers: ~110000 µm²
  • FILL cells: 15.5k
  • Fraction of layout cells with a size suffix above 1: a little over a tenth
  • Area growth syn-to-layout: 11.5%

Floorplanning
  • IO Count: between 150 and 200
  • Die height: between 400 and 500 µm
  • DIE AREA: 201000 µm²
  • Fp util: 50.4%
  • Row count: around 160
  • Chip width: ~450 µm
  • Core region area: 198000 µm²

CTS
  • CTS tree: yes
  • Post-CTS Resized: 0
  • Clk pin slew, worst setup/hold paths: ~0.060 ns
  • Clock Tree Buf Depth: 3
  • CTS Buf Count: 213
  • Post-CTS setup buffers: 0
  • Depth of the CTS H-tree: 4
  • Clk ins delay skew pair: 0.90 ns
  • Cts hold-fix bufs: 0
  • Clk root buf: clkbuf_16

Run
  • Tool Warnings: ~100
  • Max_cap viols: 0

Worst hold path
  • WHS Path Cells: 2
  • WHS Endpoint: RF.Write_data_out[17]
  • Hold Path Class: reg2reg
  • Min-delay src: RF.Write_data_out[17]

Global route
  • Largest net degree at the start of global routing: between 100 and 150
  • Initial antenna violation count: 24
  • First-pass GRT wire length: between 500000 and 600000 µm
  • Vias in the first global route: slightly below 70k
  • Overall Global Routing Usage: about two fifths
  • Total gr overflow: 0

Timing
  • Setup TNS: 0 ns
  • Fin worst setup slack: around 3 ns
  • Register pins left without a clock: 32
  • Worst-margin pin slew: about 1.0 ns
  • Slew margin rel.: between 30% and 40%
  • RSZ-0062 raised after global routing: false
  • Hold WS: 0.466 ns
  • Number of unconstrained endpoints: roughly 64
  • Fin crit period: around 5.2 ns
  • Max Transition Viols Final: 0
  • Setup violations, final: 0
  • Final hold violation count: 0
  • Fin crit share: between 60% and 70%
  • Clock skew: between 0.09 and 0.1 ns
  • F_max: about 0.19 GHz

Placed design
  • Final GP Congestion: slightly above 1
  • PortBufs: 156
  • DP Area: between 100000 and 150000 µm²
  • DP Worst Slack: approximately 2.5 ns
  • Hpwl dp: between 200000 and 250000 µm

Run status
  • Run status: complete, no violations
## per-layer routing
| layer | wire length [µm] | up-vias | track usage [%] |
|---|---|---|---|
| met4 | 21300 | 20 | 18.1 |
| met3 | 49700 | 715 | 21.3 |
| met1 | 129000 | 33600 | 54.9 |
| li1 | - | 29900 | - |
| met2 | 159000 | 3859 | 54.2 |
| met5 | 539 | - | 1.71 |
## worst max-delay path by stage
stage / to / cells after the start / slack [ns] / start
CTS: DM.DataMemory[28][8] / 9 / 3.40 / instruction_R[5]
global route: DM.DataMemory[28][8] / 9 / 3.04 / instruction_R[5]
finish: DM.DataMemory[28][8] / 9 / 3.09 / instruction_R[5]
## metrics by stage
stage,cells,util [%]
after global placement,10300,52.8
after CTS,10700,56.2
after global routing,10700,56.2
after detailed placement,10300,52.8
final,10700,56.2
after floorplan,8076,-
## cell usage in the layout, fill, tap and decap left out, types with 135 or more instances in the layout
master and instances:
a22oi_1 726, a31oi_1 159, nand4_1 135, and2_1 1928, clkbuf_16 214, nor2_1 173
nand2_1 165, a21oi_1 211, buf_4 315, nor3_1 165, a22o_1 153, a221oi_1 177
edfxtp_1 2048
## power by group
part           leakage (µW)  internal, µW  switching [µW]
sequential           0.0225         11800            68.7
clock               0.00324          5100            4140
combinational        0.0144           347            1070
total                0.0402         17200            5280
## state kept, by name, indices dropped and copies added (netlist names)
register           flops
RF.Write_data_out     32
DM.DataMemory       2048
A.ALUResult           32
## layout make-up
cell class | count | area (µm²) | area share [%]
repair buffers | 477 | 3900 | 3.51
clock inverters | 115 | 1040 | 0.937
multi-input cells | 5001 | 34200 | 30.7
well taps | 2640 | 3300 | 2.97
diodes | 13 | 32.5 | 0.0293
flip-flops and latches | 2112 | 62600 | 56.4
inverters | 94 | 360 | 0.324
clock buffers | 283 | 5660 | 5.10
## logic make-up (layout without fill, tap and decap cells)
group	Yosys count	after routing	synth area share, %
simple gates	2842	2842	16.7
flops	2080	2080	62.4
compound gates	1931	1931	14.0
buf+inv	963	969	3.82
mux	108	108	1.15
fa+ha+maj	104	104	1.32
latches	32	32	0.482
xor+xnor	16	16	0.141
other cells	0	13	0
## worst register-to-register path, cell delays in order, from the launching register on
cell and delay (ns):
edfxtp_1 0.36, a22o_1 0.21, a221oi_1 0.22, a31oi_1 0.24
a21oi_1 0.47, nor2_1 0.08, a21oi_1 0.45, nor2_1 0.25
nor4_1 0.74, buf_4 0.22, nor2_1 0.03
No activity file was given, so power comes from the tool's default toggle rates.
